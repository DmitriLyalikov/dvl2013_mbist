`design/flow/config.mk`:
```
export PLATFORM = sky130hd
export DESIGN_NAME = bist
export DESIGN_NICKNAME = bist
export VERILOG_FILES = /design/flow/design.v
export SDC_FILE = /design/flow/constraint.sdc
export NUM_CORES = 4
export LEC_CHECK = 1
export CORE_UTILIZATION = 40
```
`design/flow/constraint.sdc`:
```
current_design bist

set clk_period 11.0
set clk_io_pct 0.2

create_clock -name clk0 -period $clk_period [get_ports {clk}]

set non_clock_inputs [all_inputs -no_clocks]
set_input_delay [expr $clk_period * $clk_io_pct] -clock clk0 $non_clock_inputs
set_output_delay [expr $clk_period * $clk_io_pct] -clock clk0 [all_outputs]
```
`design/flow/design.v`:
```
`timescale 1ns/1ps
module bist #(
    parameter size   = 6,   
    parameter length = 8    
)(
    input  logic                 clk,
    input  logic                 rst,
    input  logic                 start,
    input  logic                 csin,
    input  logic                 rwbarin,
    input  logic                 opr,            
    input  logic [size-1:0]      address,
    input  logic [length-1:0]    datain,
    output logic [length-1:0]    dataout,
    output logic                 fail
);
    logic [size-1:0]      bist_addr;
    logic [length-1:0]    bist_data;
    logic [length-1:0]    ramout;
    logic [length-1:0]    ref_data;
    logic [length-1:0]    pattern_latched;
    logic [6:0]           q;
    logic                 cout, NbarT, ld;
    logic                 we_select;
    logic                 eq, gt, lt;
    logic [2:0]           selector;
    counter #(.length(7)) u_counter (
        .clk(clk),
        .ld(ld),
        .u_d(1'b1),
        .cen(1'b1),
        .d_in(7'd0),
        .q(q),
        .cout(cout)
    );
    controller u_controller (
        .clk(clk),
        .rst(rst),
        .start(start),
        .cout(cout),
        .NbarT(NbarT),
        .ld(ld)
    );
    assign selector = (q[6:4] <= 3'b101) ? q[6:4] : 3'b000;
    decoder u_decoder (
        .q(selector),
        .data_t(ref_data)
    );
    always_ff @(posedge clk or posedge rst) begin
        if (rst)
            pattern_latched <= 0;
        else if (NbarT && q[6] == 1'b0 && q[5:0] == 6'd0)
            pattern_latched <= ref_data;
    end
    comparator u_comparator (
        .data_t(pattern_latched),
        .ramout(ramout),
        .gt(gt),
        .eq(eq),
        .lt(lt)
    );
    multiplexer #(.WIDTH(size)) u_addr_mux (
        .normal_in(address),
        .bist_in(q[size-1:0]),
        .NbarT(NbarT),
        .out(bist_addr)
    );
    multiplexer #(.WIDTH(length)) u_data_mux (
        .normal_in(datain),
        .bist_in(pattern_latched),
        .NbarT(NbarT),
        .out(bist_data)
    );
    assign we_select = (NbarT) ? ~q[6] : ~rwbarin;
    single_port_ram u_ram (
        .clk(clk),
        .we(we_select),
        .ramaddr(bist_addr),
        .ramin(bist_data),
        .ramout(ramout)
    );
    assign dataout = ramout;
    always_ff @(posedge clk or posedge rst) begin
    if (rst) begin
        fail <= 0;
    end 
    else if (NbarT && q[6] == 0 && q[5:0] == 6'd0) begin
        fail <= 0;
    end 
    else if (NbarT && opr && q[6] && (^pattern_latched !== 1'bx) && !eq) begin
        fail <= 1;
    end
    end
endmodule
`timescale 1ns/1ps
module comparator (
    input  logic [7:0] data_t,    
    input  logic [7:0] ramout,    
    output logic       gt,        
    output logic       eq,        
    output logic       lt         
);
    always_comb begin
        gt = 0;
        eq = 0;
        lt = 0;
        if (data_t > ramout)
            gt = 1;
        else if (data_t < ramout)
            lt = 1;
        else
            eq = 1;
    end
endmodule
`timescale 1ns/1ps
module controller (
    input  logic clk,         
    input  logic rst,         
    input  logic start,       
    input  logic cout,        
    output logic NbarT,       
    output logic ld           
);
    typedef enum logic [1:0] {RESET, TEST} state_t;
    state_t state, next;
    always_ff @(posedge clk or posedge rst) begin
        if (rst)
            state <= RESET;
        else
            state <= next;
    end
    always_comb begin
        NbarT = 0;
        ld = 0;
        case (state)
            RESET: begin
                ld = 1;
                if (start)
                    next = TEST;
                else
                    next = RESET;
            end
            TEST: begin
                NbarT = 1;
                if (cout)
                    next = RESET;
                else
                    next = TEST;
            end
            default: next = RESET;
        endcase
    end
endmodule
`timescale 1ns/1ps
module counter #(
    parameter length = 10
) (
    input  logic                  clk,
    input  logic                  ld,       
    input  logic                  u_d,      
    input  logic                  cen,      
    input  logic [length-1:0]     d_in,     
    output logic [length-1:0]     q,        
    output logic                  cout      
);
    logic [length-1:0] next_q;
    always_ff @(posedge clk) begin
        if (cen) begin
            if (ld) begin
                q <= d_in;
                cout <= 0;
            end else begin
                if (u_d) begin
                    next_q = q + 1;
                    cout <= (q == {length{1'b1}});
                    q <= next_q;
                end else begin
                    next_q = q - 1;
                    cout <= (q == {length{1'b0}});
                    q <= next_q;
                end
            end
        end
    end
endmodule
`timescale 1ns/1ps
module decoder (
    input  logic [2:0] q,          
    output logic [7:0] data_t      
);
    always_comb begin
        case (q)
            3'b000: data_t = 8'b10101010;
            3'b001: data_t = 8'b01010101;
            3'b010: data_t = 8'b11110000;
            3'b011: data_t = 8'b00001111;
            3'b100: data_t = 8'b00000000;
            3'b101: data_t = 8'b11111111;
            default: data_t = 8'bxxxxxxxx;
        endcase
    end
endmodule
`timescale 1ns/1ps
module multiplexer #(
    parameter WIDTH = 8
) (
    input  logic [WIDTH-1:0] normal_in,
    input  logic [WIDTH-1:0] bist_in,
    input  logic             NbarT,      
    output logic [WIDTH-1:0] out
);
    always_comb begin
        if (NbarT)
            out = bist_in;
        else
            out = normal_in;
    end
endmodule
`timescale 1ns/1ps
module single_port_ram (
    input  logic         clk,
    input  logic         we,          
    input  logic [5:0]   ramaddr,     
    input  logic [7:0]   ramin,       
    output logic [7:0]   ramout       
);
    logic [7:0] ram [0:63];           
    logic [5:0] addr_reg;
    always_ff @(posedge clk) begin
        addr_reg <= ramaddr;
        if (we)
            ram[ramaddr] <= ramin;
    end
    assign ramout = ram[addr_reg];
endmodule
```
`design/flow/run.sh`:
```
#!/bin/bash
# OpenROAD 26Q1-2900-gdf79404cd8, Yosys 0.63+post, stock flow scripts
make -C /OpenROAD-flow-scripts/flow DESIGN_CONFIG=/design/flow/config.mk WORK_HOME=/design/flow/orfs finish
```
==> out/metrics.sh <==
GP_CONGESTION=0.863
SHARE_SEQ_OF_TOTAL_POWER_PCT=46.3
WORSTPATHREQUIRED_PS=8800
PEAKVDDDROP_mV=0.120
SYN-MEAN-INSTANCE-AREA_UM2=20.6
DETAILROUTE.VIA_COUNT=9544
CELLLEAKAGEPOWER_nW=6.80
NET_SW_POWER_W=0.00162
CP-END-KIND='output pin'
CAP_VIOLATIONS=0
SYNTH-WARNING-COUNT=8
CLOCK_SKEW_PS=22.6
CRITICAL_PATH.MAX_FANOUT=79
SYNTH.LIB_CELLS_USED.DISTINCT=41
MOSTFREQUENTLAYOUTCELLS='edfxtp_1 (512), mux4_2 (124), nor2_1 (90)'
CTS_HTREE_LEVELS=2
DRT-INITIAL-DRC-COUNT=476
POSTROUTEWIRELENGTH_MM=41.7
FIRST_GLOBAL_VIAS=10400
WORST_HOLD_SLACK_PS=453
POSTCTSHOLDBUFS=0
WARNING_COUNT=28
CRIT_FAMILY='buffers and inverters'
POST_CTS_REPAIR_RESIZE_COUNT=0
SYNTH_SEQ_SHARE_PCT=76.2
CHIPWIDTH_UM=230
GRT.MET1_USAGE_PCT=26.8
CTS.ROOT.BUFFER_CELL='clkbuf_16'
CORE-AREA_UM2=51300
REG2REG_SLACK_PS=7930
TRITONCTS_CLOCK_TREE='built'
CELL_INTERNAL_PWR_W=0.00385
FINALMAXSLEWVIOLATIONS=0
COMBGATEAREA_UM2=4670
INITIAL_CORE_UTILIZATION_PCT=40.5
WORST_SKEW_PAIR.LATE_LATENCY_PS=600
DRCVIOLATIONCOUNT=0
POWERDENSITY_nW_PER_UM2=233
TIMING.FINAL.HOLD_VIOLATIONS=0
DRIVE_GT1_SHARE_PCT=21.2
DRT.ANTENNA.VIOLATING_NETS=0
FILLCELLCOUNT=4279
MET3_CAPACITY_USAGE_DURING_GLOBAL_ROUTING_PCT=10.3
RSZ0062_AT_GRT='no'
LAYOUT-AREA-OVERHEAD-VS-SYNTH_PCT=12.8
CLK_TRANSITION_REPORTED_PATHS_PS=60
WORSTPATHARRIVAL_PS=3980
TIMING.CRITICAL_PATH.CELLS='buf_12 > mux4_2 > mux2i_1 > a21oi_1 > o21ai_1 > o31ai_1 > clkdlybuf4s50_1'
DESIGN.PORTCOUNT=29
DETAIL_ROUTE.VIAS_PER_CELL=5.36
RELATIVE_CONTRIBUTION_OF_COMBINATIONAL_CELLS_TO_TOTAL_POWER_PCT=23.3
FINAL-SETUP-VIOL-COUNT=0
TOTAL_POWER_W=0.00547
GROUTE.USAGE.OVERALL_PCT=17.9
YOSYS.AREA.TOP_TYPE_SHARE_PCT=74.0
GRT_MAX_DEGREE=80
ANTENNA_FOUND_INITIAL=0
YOSYS_REGISTER_BITS=533
LAY_TOP_COUNT='edfxtp_1'
GLOBAL_ROUTE.OVERFLOW_TOTAL=0
N_ANTENNA_CELL=0
DR.PASS1.ITERS=4
TIMING_WORST_SLEW_PIN_VALUE_PS=941
POST_SYNTH_INST_COUNT=1007
FINALWORSTPATHREQUIREDPERIOD_PS=6180
WORST-SETUP-PATH-TYPE='register to output pin'
PORTBUFFERS=26
SYNTH_AREA_LEADER_CELL='edfxtp_1'
SLOWEST_DELAY_PS=820
PLACEMENTROWS=83
SETUP-TNS-FINAL_PS=0
MET2_USAGE_PCT=25.3
PERIOD_USED_PCT=56.2
REGISTER_AREA_UM2=15800
COUNT_OF_INSTANTIATED_CELLS_IN_THE_YOSYS_NETLIST=1007
DETAIL_ROUTE.WL_PER_CELL_UM=23.5
MAX_SLEW_MARGIN_PCT=37.1
CTS_MADE_BUFFERS=52
GRT_PASS1_WL_MM=64.0
POST_SYNTH_INSTANCE_AREA_UM2=20800
DIE_AREA_UM2=52900
POST-CTS-SETUP-BUFFER-COUNT=0
CLOCK_POWER_SHARE_PCT=30.4
WORST_SETUP_PATH_START_KIND='register'
HP-CLASS='register to register'
CTS.PATH.MAX_BUFFERS=3
SLOWEST_STAGE='dfxtp_4'
POST_SYNTH_MAIN_AREA_CONTRIBUTORS='edfxtp_1 (74%), mux4_2 (13%), mux2i_1 (1.6%)'
MAX_FREQ_MHz=162
OUTCOME='complete, no violations'
DPL.HPWL_MM=24.4
DIE_HEIGHT_UM=230
YOSYS_AREA_UM2=20800
CTS_NUM_SINKS=533
CRITPATHBUFINV=2
POWER.SWITCHING_FRACTION_PCT=29.6
GLOBAL_ROUTING_S_BUSIEST_LAYER='met1'
## per-layer routing
metal | wire length (um) | part of all wire, % | up-vias
li1 | - | - | 4230
met1 | 16500 | 40 | 4841
met2 | 19100 | 46 | 399
met3 | 5130 | 12 | 74
met4 | 1030 | 2.5 | 0
met5 | 0 | 0 | -
## cell type report
cell class,instances,area share [%]
inverter,19,0.304
clock inverter,25,0.721
tap,680,3.63
timing repair buffer,44,1.79
multi-input combinational,408,19.9
sequential,533,67.6
clock buffer,70,6.02
## path summary, 6_finish.rpt
path	depth (start not counted)	endpoint	startpoint
max in group asynchronous	2	u_controller.state[0]	rst
max reg2reg	5	u_ram.ram[18][6]	u_controller.state[1]
min	2	u_controller.state[0]	u_counter.cout
min reg2reg	2	u_controller.state[0]	u_counter.cout
min in group asynchronous	2	u_controller.state[1]	rst
max	7	dataout[2]	register
## synthesized netlist by cell type, drive strengths merged
cell type / number
edfxtp: 512
mux4: 130
nor2: 90
mux2i: 34
buf: 33
nand2: 30
o21ai: 21
inv: 19
clkbuf: 14
dfxtp: 14
a21oi: 12
o22ai: 11
a211oi: 9
mux2: 9
nand3: 8
nand2b: 7
nor2b: 7
o221ai: 7
dfrtp: 6
o31ai: 5
a31oi: 3
and2: 3
nor4: 3
xnor2: 3
a2111oi: 2
a22oi: 2
and3: 2
ha: 2
nor3: 2
xor2: 2
a21o: 1
dfstp: 1
nor3b: 1
nor4b: 1
or2: 1
## power by group through the flow
stage / sequential [W] / clock [W] / combinational (W)
4_1_cts: 0.00254 / 0.00170 / 0.00130
5_1_grt: 0.00255 / 0.00178 / 0.00139
6_report: 0.00253 / 0.00166 / 0.00127
## cell families (layout without fill, tap and decap cells)
kind of cell	after synthesis	in the layout	share of synthesized area, %
DFF	533	533	76.2
muxes	173	173	16.3
and+or+nand+nor	155	155	3.18
AOI/OAI and AO/OA	73	73	2.21
buffers and inverters	66	158	1.78
xor gates and xnor gates	5	5	0.211
adders and majority gates	2	2	0.120
## sequential cells by signal (all words and copies together), names as in the netlist, named ones only
register            count
u_ram.ram             512
u_counter.q             7
pattern_latched         4
u_controller.state      2
fail                    1
u_counter.cout          1
## worst register-to-register path, stage by stage, from the launching register on
cell and delay (ps):
dfrtp_1 590, mux2i_1 560, inv_1 200, nor2_1 190, nand2_1 370, nor2_1 780
## per-stage QoR
stage               worst slack (ps)  utilization [%]  cells  area (um^2)
finish                          4820             45.7   1779        23400
global route                    4530             45.7   1779        23400
CTS                             4670             45.7   1779        23400
detailed placement              5300             42.6   1684        21900
global placement                5300             42.6   1684        21900
floorplan                       5540                -   1007        20800
Power is estimated from default activity; no workload was simulated.
